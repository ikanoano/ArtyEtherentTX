==> config.mk <==
export PLATFORM = sky130hd
export DESIGN_NAME = USER_DATA_INSERTER
export DESIGN_NICKNAME = USER_DATA_INSERTER
export VERILOG_FILES = /design/flow/design.v
export SDC_FILE = /design/flow/constraint.sdc
export NUM_CORES = 4
export LEC_CHECK = 1
export CORE_AREA = 10 10 102 102
export DIE_AREA = 0 0 112 112
==> constraint.sdc <==
current_design USER_DATA_INSERTER

set clk_period 4.1
set clk_io_pct 0.2

create_clock -name clk0 -period $clk_period [get_ports {clk}]

set non_clock_inputs [all_inputs -no_clocks]
set_input_delay [expr $clk_period * $clk_io_pct] -clock clk0 $non_clock_inputs
set_output_delay [expr $clk_period * $clk_io_pct] -clock clk0 [all_outputs]
==> design.v <==
`default_nettype none
`timescale 1 ps / 1 ps
module USER_DATA_INSERTER (
  input   wire          clk,
  input   wire[3:0]     nibble,
  input   wire          nibble_user_data,
  input   wire          nibble_valid,
  output  reg [3:0]     with_usr,
  output  reg           with_usr_valid
);
reg [3-1:0]   state = 0;
always @(posedge clk) begin
  state <=
    !nibble_user_data ? 0 :
    state < 4         ? state + 1:
                        state;
end
reg [16-1:0]  cnt = 0;
always @(posedge clk) begin
  with_usr_valid  <= nibble_valid;
  casex ({nibble_user_data, state})
    4'b0xxx:  with_usr <= nibble;
    4'b1000:  with_usr <= cnt[4*3+:4];
    4'b1001:  with_usr <= cnt[4*2+:4];
    4'b1010:  with_usr <= cnt[4*1+:4];
    4'b1011:  with_usr <= cnt[4*0+:4];
    default:  with_usr <= nibble;
  endcase
  if({with_usr_valid, nibble_valid}==2'b10) cnt <= cnt+1;
end
endmodule
`default_nettype wire
==> run.sh <==
#!/bin/bash
# OpenROAD 26Q1-2900-gdf79404cd8, Yosys 0.63+post, stock flow scripts
make -C /OpenROAD-flow-scripts/flow DESIGN_CONFIG=/design/flow/config.mk WORK_HOME=/design/flow/orfs finish
==> run summary <==
Worst setup SP type = register
ys cells = 96
Syn Std Cell Area = 0.00121 sq mm
most frequent logic cell in the layout = edfxtp_1
share of post-route cells with drive strength above 1 = 14.4%
P_int = 0.412 mW
outcome = completed
total of max-cap violations = 0
post-layout period usage = 46.2%
CP Capture Type = primary output
pwr dens = 369 mW/mm^2
type of the worst setup path = register to primary output
largest net degree at the start of global routing = 17
vias per inst = 3.56
worst hold path type = register to register
Die X = 112 um
synthesized area per cell = 12.6 sq um
clk sinks = 24
clk latency late pin = 0.26 ns
post-detail-place hpwl = 1.63 mm
vias in the first global route = 807
Starting DRT DRC Count = 80
final hold viol count = 0
TritonCTS clock tree = yes
FP Util = 14.7%
total track usage = 3.55%
TritonRoute pass-1 iters = 4
Routed WL = 2.26 mm
worst path cell trace = clkdlybuf4s50_1
first-pass GRT wire length = 3.86 mm
port bufs = 11
initial antenna violation count = 0
Setup Viol. Count Final = 0
sequential fraction of design power = 54.4%
CP max FO = 1
placer congestion estimate = 0.772
row count = 33
tool warnings = 28
total gr overflow = 0
CP max stage delay = 0.49 ns
unrepaired setup endpoints after global routing = false
CTS max path bufs = 2
Switch Pwr = 0.141 mW
Fillers = 867
Setup Fix Bufs, Post-CTS = 0
flops out of synthesis = 24
switching part of the total = 25.5%
most common logic cells in the final layout = edfxtp_1 (16), clkdlybuf4s50_1 (11), xor2_1 (10)
Seq/Total Area, Yosys = 53.0%
Critical Path AT = 1.07 ns
Synth Instances = 96
total die area = 0.0125 sq mm
Worst-Margin Slew = 0.368 ns
H-tree depth = 1
minimum clock period = 1.89 ns
Pleak = 0.516 nW
Layout Skew = 0.00405 ns
Die Ht = 112 um
Clock power frac = 25.8%
wire per inst = 10.4 um
Vias = 769
VDD IR-drop max = 113 uV
number of synthesis warnings = 1
YS chip area = 0.00121 sq mm
CORE AREA = 0.00822 sq mm
Root Buffer = clkbuf_8
ant diodes = 0
Max Fclk = 528 MHz
drt drc = 0
Worst-path clk slew = 0.08 ns
Slowest-stage cell, CP = clkdlybuf4s50_1
Logic pwr share = 19.9%
Top delay family on crit path = buffers and inverters
Worst slew margin = 75.3%
Worst Path Buf+Inv = 1
# IOs = 12
Setup TNS = 0 ns
WP data required = 3.28 ns
final slew viol count = 0
WHS = 0.576 ns
CTS resizes = 0
# hold bufs at CTS = 0
TritonCTS buffer count = 3
DRT antenna net count = 0
area grow syn2layout = 23.9%
Synth cell types = 25
==> final timing paths <==
check | startpoint | to | slack [ns] | depth (start not counted)
setup / recovery | with_usr[3] | with_usr[3] | 2.21 | 1
setup reg to reg | state[0] | with_usr[2] | 2.44 | 5
hold / removal | state[1] | state[1] | 0.58 | 2
hold reg to reg | state[1] | state[1] | 0.58 | 2
==> per-stage QoR <==
| step | std cells | power, mW | worst slack, ns | utilization (%) | cell area (sq um) |
|---|---|---|---|---|---|
| floorplan | 96 | 0.368 | 2.14 | - | 1210 |
| global placement | 212 | 0.417 | 1.97 | 17.7 | 1450 |
| detailed placement | 212 | 0.417 | 1.95 | 17.7 | 1450 |
| CTS | 216 | 0.561 | 2.19 | 18.2 | 1500 |
| global route | 216 | 0.585 | 2.15 | 18.2 | 1500 |
| finish | 216 | 0.553 | 2.21 | 18.2 | 1500 |
==> cells by family after synthesis <==
family / share of synthesized area, %
AND/OR/NAND/NOR: 18.8
adder cells (fa/ha/maj): 5.18
buffers and inverters: 1.97
multiplexers: 4.55
AND-OR/OR-AND: 5.59
flip-flops: 53.0
XOR/XNOR: 10.9
==> flip-flops by register name (all words and copies together) (netlist names) <==
name,flops
cnt,16
with_usr,4
state,3
with_usr_valid,1
==> power groups by stage <==
stage | Combinational (mW) | Sequential, mW | Clock (mW)
finish | 0.110 | 0.301 | 0.143
global route | 0.123 | 0.304 | 0.158
CTS | 0.111 | 0.302 | 0.148
==> layer usage <==
| metal | track usage [%] | vias up | wire length (um) |
|---|---|---|---|
| met5 | 0 | - | 0 |
| met4 | 0.254 | 0 | 0 |
| met3 | 0.923 | 0 | 85 |
| met2 | 5.52 | 10 | 1050 |
| met1 | 5.07 | 378 | 1120 |
| li1 | - | 381 | - |
==> synth_stat cells, drive strengths merged <==
master  instances  share of area [%]
nor4            5                5.4
nand2           8                2.5
inv             5                1.6
o21a            1               0.62
nor2b           2                1.0
nand3           5                2.5
nand4           3                3.3
nor3b           1                1.0
ha              5                5.2
nor3            4                1.7
buf             1               0.41
mux2i           1               0.83
nor2            3               0.93
edfxtp         16                 40
xor2           10                7.2
mux2            4                3.7
dfxtp           8                 13
a22oi           8                5.0
xnor2           5                3.6
and2            1               0.52
==> worst min-delay path: cells and delay by family, from the launching register on <==
kind | cells | cell delay, ns
flops | 1 | 0.34
simple gates | 1 | 0.06
mux | 1 | 0.14
==> final cells by class <==
type | count | area, sq um | area share (%)
multi-input combinational | 66 | 544 | 36.3
clock buffer | 3 | 41.3 | 2.76
clock inverter | 1 | 3.75 | 0.251
sequential | 24 | 641 | 42.8
timing repair buffer | 12 | 118 | 7.85
tap | 105 | 131 | 8.77
inverter | 5 | 18.8 | 1.25
Power and IR drop assume default switching activity.
